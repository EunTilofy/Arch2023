==> flow/design.v <==
module cache (
	input wire clk,   
	input wire rst,   
	input wire [ADDR_BITS-1:0] addr,   
    input wire load,     
	input wire store,   
	input wire edit,   
	input wire invalid,   
    input wire [2:0] u_b_h_w,  
	input wire [31:0] din,   
	output reg hit = 0,   
	output reg [31:0] dout = 0,   
	output reg valid = 0,   
	output reg dirty = 0,   
	output reg [TAG_BITS-1:0] tag = 0   
	);
    localparam 
    ADDR_BITS = 32,
    WORD_BYTES = 4,
    WORD_BYTES_WIDTH = 2,    
    WORD_BITS = (WORD_BYTES * 8),
    ELEMENT_WORDS = 4,
    ELEMENT_WORDS_WIDTH = 2,    
    BLOCK_WIDTH = (ELEMENT_WORDS_WIDTH + WORD_BYTES_WIDTH),    
    ELEMENT_NUM = 64,
    WAYS = 2,
    ELEMENT_INDEX_WIDTH = 6,    
    SET_INDEX_WIDTH = 5,    
    TAG_BITS = (ADDR_BITS - SET_INDEX_WIDTH - BLOCK_WIDTH);   
    wire [31:0] word1, word2;
    wire [15:0] half_word1, half_word2;
    wire [7:0]  byte1, byte2;
    wire recent1, recent2, valid1, valid2, dirty1, dirty2;
    wire [TAG_BITS-1:0] tag1, tag2;
    wire hit1, hit2;
    reg [ELEMENT_NUM-1:0] inner_recent = 0;  
    reg [ELEMENT_NUM-1:0] inner_valid = 0;
    reg [ELEMENT_NUM-1:0] inner_dirty = 0;
    reg [TAG_BITS-1:0] inner_tag [0:ELEMENT_NUM-1];
    reg [31:0] inner_data [0:ELEMENT_NUM*ELEMENT_WORDS-1];
    integer i;
    initial begin
        for (i = 0; i < ELEMENT_NUM; i = i + 1)
            inner_tag[i] = 23'b0;
        for (i = 0; i < ELEMENT_NUM*ELEMENT_WORDS; i = i + 1)
            inner_data[i] = 32'b0;
    end
    wire [TAG_BITS-1:0] addr_tag;
    wire [SET_INDEX_WIDTH-1:0] addr_index;      
    wire [ELEMENT_INDEX_WIDTH-1:0] addr_element1; 
    wire [ELEMENT_INDEX_WIDTH-1:0] addr_element2;      
    wire [ELEMENT_INDEX_WIDTH+ELEMENT_WORDS_WIDTH-1:0] addr_word1;
    wire [ELEMENT_INDEX_WIDTH+ELEMENT_WORDS_WIDTH-1:0] addr_word2;  
    assign addr_tag = addr[31:(32-TAG_BITS)];
    assign addr_index = addr[(31-TAG_BITS):(WORD_BYTES_WIDTH+ELEMENT_WORDS_WIDTH)];
    assign addr_element1 = {addr_index, 1'b0};
    assign addr_element2 = {addr_index, 1'b1};
    assign addr_word1 = {addr_element1, addr[ELEMENT_WORDS_WIDTH+WORD_BYTES_WIDTH-1:WORD_BYTES_WIDTH]};
    assign addr_word2 = {addr_element2, addr[ELEMENT_WORDS_WIDTH+WORD_BYTES_WIDTH-1:WORD_BYTES_WIDTH]};            
    assign word1 = inner_data[addr_word1];
    assign word2 = inner_data[addr_word2];
    assign half_word1 = addr[1] ? word1[31:16] : word1[15:0];
    assign half_word2 = addr[1] ? word2[31:16] : word2[15:0];
    assign byte1 = addr[1] ?
                    addr[0] ? word1[31:24] : word1[23:16] :
                    addr[0] ? word1[15:8] :  word1[7:0]   ;
    assign byte2 = addr[1] ?
                    addr[0] ? word2[31:24] : word2[23:16] :
                    addr[0] ? word2[15:8] :  word2[7:0]   ;
    assign recent1 = inner_recent[addr_element1];
    assign recent2 = inner_recent[addr_element2];               
    assign valid1 = inner_valid[addr_element1];
    assign valid2 = inner_valid[addr_element2];                
    assign dirty1 = inner_dirty[addr_element1];
    assign dirty2 = inner_dirty[addr_element2];                
    assign tag1 = inner_tag[addr_element1];
    assign tag2 = inner_tag[addr_element2];                  
    assign hit1 = valid1 & (tag1 == addr_tag);
    assign hit2 = valid2 & (tag2 == addr_tag);                  
    always @ (posedge clk) begin
        hit <= hit1 || hit2;
        if (recent1) begin
            tag <= tag2;
            dirty <= dirty2;
            valid <= valid2;
        end
        else begin
            tag <= tag1;
            dirty <= dirty1;
            valid <= valid1;
        end
        if (load) begin
            if (hit1) begin
                dout <=
                    u_b_h_w[1] ? word1 :
                    u_b_h_w[0] ? {u_b_h_w[2] ? 16'b0 : {16{half_word1[15]}}, half_word1} :
                    {u_b_h_w[2] ? 24'b0 : {24{byte1[7]}}, byte1};
            end
            else if (hit2) begin
                dout <=
                    u_b_h_w[1] ? word2 :
                    u_b_h_w[0] ? {u_b_h_w[2] ? 16'b0 : {16{half_word2[15]}}, half_word2} :
                    {u_b_h_w[2] ? 24'b0 : {24{byte2[7]}}, byte2};
            end
        end
        else dout <= inner_data[ recent1 ? addr_word2 : addr_word1 ];
        case ({load, edit, store, invalid})
            4'b1000, 4'b0100: begin
                if (hit1) begin
                    inner_recent[addr_element1] <= 1'b1;
                    inner_recent[addr_element2] <= 1'b0;
                end
                else if (hit2) begin
                    inner_recent[addr_element2] <= 1'b1;
                    inner_recent[addr_element1] <= 1'b0;
                end
            end
            4'b0001: begin
                inner_recent[addr_element1] <= 1'b0;
                inner_recent[addr_element2] <= 1'b0;
            end
            default: begin end
        endcase
        case ({load, edit, store, invalid})
            4'b0100: begin
                if (hit1) begin
                    inner_dirty[addr_element1] <= 1'b1;
                end
                else if (hit2) begin
                    inner_dirty[addr_element2] <= 1'b1;
                end
            end
            4'b0010: begin
                if (recent1)  
                    inner_valid[addr_element2] <= 1'b1;
                else inner_valid[addr_element1] <= 1'b1;
            end
            4'b0001: begin
                inner_dirty[addr_element1] <= 1'b0;
                inner_dirty[addr_element2] <= 1'b0;
            end
            default: begin end
        endcase
        case ({load, edit, store, invalid})
            4'b0010: begin
                if (recent1)  
                    inner_dirty[addr_element2] <= 1'b0;
                else inner_dirty[addr_element1] <= 1'b0;
            end
            4'b0001: begin
                inner_valid[addr_element1] <= 1'b0;
                inner_valid[addr_element2] <= 1'b0;
            end
            default: begin end
        endcase
        case ({load, edit, store, invalid})
            4'b0010: begin
                if (recent1)  
                    inner_tag[addr_element2] <= addr_tag;
                else inner_tag[addr_element1] <= addr_tag;
            end
            default: begin end
        endcase
        case ({load, edit, store, invalid})
            4'b0100: begin
                if (hit1) begin
                    inner_data[addr_word1] <= 
                        u_b_h_w[1] ?         
                            din
                        :
                            u_b_h_w[0] ?     
                                addr[1] ?        
                                    {din[15:0], word1[15:0]} 
                                :
                                    {word1[31:16], din[15:0]} 
                            :    
                                addr[1] ?
                                    addr[0] ?
                                        {din[7:0], word1[23:0]}    
                                    :
                                        {word1[31:24], din[7:0], word1[15:0]}  
                                :
                                    addr[0] ?
                                        {word1[31:16], din[7:0], word1[7:0]}    
                                    :
                                        {word1[31:8], din[7:0]}  
                    ;
                end
                else if (hit2) begin
                    inner_data[addr_word2] <= 
                        u_b_h_w[1] ?         
                            din
                        :
                            u_b_h_w[0] ?     
                                addr[1] ?        
                                    {din[15:0], word2[15:0]} 
                                :
                                    {word2[31:16], din[15:0]} 
                            :    
                                addr[1] ?
                                    addr[0] ?
                                        {din[7:0], word2[23:0]}    
                                    :
                                        {word2[31:24], din[7:0], word2[15:0]}  
                                :
                                    addr[0] ?
                                        {word2[31:16], din[7:0], word2[7:0]}    
                                    :
                                        {word2[31:8], din[7:0]}  
                    ;
                end
            end
            4'b0010: begin
                if (recent1)  
                    inner_data[addr_word2] <= din;
                else inner_data[addr_word1] <= din;
            end
            default: begin end
        endcase
    end
endmodule
module cmu (
		input clk,
		input rst,
		input [31:0] addr_rw,
		input en_r,
		input en_w,
        input [2:0] u_b_h_w,
		input [31:0] data_w,
		output [31:0] data_r,
		output stall,
		output reg mem_cs_o = 0,
		output reg mem_we_o = 0,
		output reg [31:0] mem_addr_o = 0,
		input [31:0] mem_data_i,
		output [31:0] mem_data_o,
		input mem_ack_i,
        output [2:0] cmu_state
	);
    localparam 
    ADDR_BITS = 32,
    WORD_BYTES = 4,
    WORD_BYTES_WIDTH = 2,    
    WORD_BITS = (WORD_BYTES * 8),
    ELEMENT_WORDS = 4,
    ELEMENT_WORDS_WIDTH = 2,    
    BLOCK_WIDTH = (ELEMENT_WORDS_WIDTH + WORD_BYTES_WIDTH),    
    ELEMENT_NUM = 64,
    WAYS = 2,
    ELEMENT_INDEX_WIDTH = 6,    
    SET_INDEX_WIDTH = 5,    
    TAG_BITS = (ADDR_BITS - SET_INDEX_WIDTH - BLOCK_WIDTH);   
    reg [ADDR_BITS-1:0] cache_addr = 0;
    reg cache_load = 0;
    reg cache_store = 0;
    reg cache_edit = 0;
    reg [2:0] cache_u_b_h_w = 0;
    reg [WORD_BITS-1:0] cache_din = 0;
    wire cache_hit;
    wire [WORD_BITS-1:0] cache_dout;
    wire cache_valid;
    wire cache_dirty;
    wire [TAG_BITS-1:0] cache_tag;
    cache CACHE (
        .clk(~clk),
        .rst(rst),
        .addr(cache_addr),
        .load(cache_load),
        .store(cache_store),
        .edit(cache_edit),
        .invalid(1'b0),
        .u_b_h_w(cache_u_b_h_w),
        .din(cache_din),
        .hit(cache_hit),
        .dout(cache_dout),
        .valid(cache_valid),
        .dirty(cache_dirty),
        .tag(cache_tag)
    );
    localparam
        S_IDLE = 0,
        S_PRE_BACK = 1,
        S_BACK = 2,
        S_FILL = 3,
        S_WAIT = 4;
    reg [2:0]state = 0;
    reg [2:0]next_state = 0;
    reg [ELEMENT_WORDS_WIDTH-1:0]word_count = 0;
    reg [ELEMENT_WORDS_WIDTH-1:0]next_word_count = 0;
    assign cmu_state = state;
    always @ (posedge clk) begin
        if (rst) begin
            state <= S_IDLE;
            word_count <= 2'b00;
        end
        else begin
            state <= next_state;
            word_count <= next_word_count;
        end
    end
    always @ (*) begin
        if (rst) begin
            next_state = S_IDLE;
            next_word_count = 2'b00;
        end
        else begin
            case (state)
                S_IDLE: begin
                    if (en_r || en_w) begin
                        if (cache_hit)
                            next_state = S_IDLE;
                        else if (cache_valid && cache_dirty)
                            next_state = S_PRE_BACK;
                        else
                            next_state = S_FILL;
                    end
                    next_word_count = 2'b00;
                end
                S_PRE_BACK: begin
                    next_state = S_BACK;
                    next_word_count = 2'b00;
                end
                S_BACK: begin
                    if (mem_ack_i && word_count == {ELEMENT_WORDS_WIDTH{1'b1}})    
                        next_state = S_FILL;  
                    else
                        next_state = S_BACK;
                    if (mem_ack_i)
                        next_word_count = word_count + 1;
                    else
                        next_word_count = word_count;
                end
                S_FILL: begin
                    if (mem_ack_i && word_count == {ELEMENT_WORDS_WIDTH{1'b1}})
                        next_state = S_WAIT;
                    else
                        next_state = S_FILL;
                    if (mem_ack_i)
                        next_word_count = word_count + 1;
                    else
                        next_word_count = word_count;
                end
                S_WAIT: begin
                    next_state = S_IDLE;
                    next_word_count = 2'b00;
                end
            endcase
        end
    end
    always @ (*) begin
        case(state)
            S_IDLE, S_WAIT: begin
                cache_addr = addr_rw;
                cache_load = en_r;
                cache_edit = en_w;
                cache_store = 1'b0;
                cache_u_b_h_w = u_b_h_w;
                cache_din = data_w;
            end
            S_BACK, S_PRE_BACK: begin
                cache_addr = {addr_rw[ADDR_BITS-1:BLOCK_WIDTH], next_word_count, {ELEMENT_WORDS_WIDTH{1'b0}}};
                cache_load = 1'b0;
                cache_edit = 1'b0;
                cache_store = 1'b0;
                cache_u_b_h_w = 3'b010;
                cache_din = 32'b0;
            end
            S_FILL: begin
                cache_addr = {addr_rw[ADDR_BITS-1:BLOCK_WIDTH], word_count, {ELEMENT_WORDS_WIDTH{1'b0}}};
                cache_load = 1'b0;
                cache_edit = 1'b0;
                cache_store = mem_ack_i;
                cache_u_b_h_w = 3'b010;
                cache_din = mem_data_i;
            end
        endcase
    end
    assign data_r = cache_dout;
    always @ (*) begin
        case (next_state)
            S_IDLE, S_PRE_BACK, S_WAIT: begin
                mem_cs_o = 1'b0;
                mem_we_o = 1'b0;
                mem_addr_o = 32'b0;
            end
            S_BACK: begin
                mem_cs_o = 1'b1;
                mem_we_o = 1'b1;
                mem_addr_o = {cache_tag, addr_rw[ADDR_BITS-TAG_BITS-1:BLOCK_WIDTH], next_word_count, {ELEMENT_WORDS_WIDTH{1'b0}}};
            end
            S_FILL: begin
                mem_cs_o = 1'b1;
                mem_we_o = 1'b0;
                mem_addr_o = {addr_rw[ADDR_BITS-1:BLOCK_WIDTH], next_word_count, {ELEMENT_WORDS_WIDTH{1'b0}}};
            end
        endcase
    end
    assign mem_data_o = cache_dout;
    assign stall = (next_state != S_IDLE);  
endmodule
==> flow/run.sh <==
#!/bin/bash
# OpenROAD 26Q1-2900-gdf79404cd8, Yosys 0.63+post, stock flow scripts
make -C /OpenROAD-flow-scripts/flow DESIGN_CONFIG=/design/flow/config.mk WORK_HOME=/design/flow/orfs finish
==> flow/config.mk <==
export PLATFORM = sky130hd
export DESIGN_NAME = cmu
export DESIGN_NICKNAME = cmu
export VERILOG_FILES = /design/flow/design.v
export SDC_FILE = /design/flow/constraint.sdc
export NUM_CORES = 4
export LEC_CHECK = 1
export CORE_UTILIZATION = 40
export SYNTH_MEMORY_MAX_BITS = 65536
==> flow/constraint.sdc <==
current_design cmu

set clk_period 47.2
set clk_io_pct 0.2

create_clock -name clk0 -period $clk_period [get_ports {clk}]

set non_clock_inputs [all_inputs -no_clocks]
set_input_delay [expr $clk_period * $clk_io_pct] -clock clk0 $non_clock_inputs
set_output_delay [expr $clk_period * $clk_io_pct] -clock clk0 [all_outputs]
==> metrics.cfg <==
[synth]
syn_area_um2=399000
synth_warnings=2
avgSynthCellArea_um2=22.1
top_cell=edfxtp_1
synth_flops=9994
top_area_share_pct=73.8
edf_count=9792
ys_types=95
synthCells=18000
top_area_cell=edfxtp_1
synthFlopType=edfxtp_1
common_cells=edfxtp_1, mux4_2, nor2_1, clkbuf_1, nand2_1
synth-async-reset-ratio_pct=0
ys_area_um2=399000
ys_cells=18000
area_leaders=edfxtp_1, mux4_2, mux2i_1

[final_layout]
layout-drive-gt1-share_pct=22.5
final-seq-area_um2=298000
num-fill-cells=77800
stdcell_area_um2=499000
comb_area_um2=98400
syn2layout_area_growth_pct=25.3
layout.cells.non_filler=43800

[clock_tree]
cts_root_buffer=clkbuf_16
cts_buffers=1118
clkTransAtPathRegs_ps=40
clk_path_buf_depth=5
cts_tree=yes
htree_levels=7
cts_setup_buffers=0
insertion_delay_ps=1180
ctsResizeCount=0
cts_hold_buf=0

[place]
dp.cells=31500
hpwl_um=883000
gp_congestion=1.04
place_area_um2=424000
place_ws_ps=13300
port_buffers=203

[routing]
wl_met1_um=393000
via_count=240000
drt_iter0_markers=18000
top_layer=met5
wl_per_cell_um=32.9
wl_met3_um=309000
wl_met2_um=622000
drt_first_pass_iters=6
wl_um=1440000
via_per_inst=5.48
ant_nets=0
drc=0

[timing]
worst_slack_ps=12090
clock_skew_ps=149
finalSetupViolations=0
worst_slew_pin_slew_ps=1340
untimed_endpoints=1612
slew_headroom_pct=9.99
tns_ps=0
unclocked_pins=107
rsz0062_at_grt=false
finalHoldViolCount=0
slew_viol_final=0

[floorplan]
num_rows=366
boundaryPins=206
dieArea_um2=1000000
fp-utilization_pct=40.1
die_h_um=1000
core_area_um2=993000
die_w_um=1000

[setup_path]
crit_path_cell_trace=clkdlybuf4s50_1
rrSetupSlack_ps=36560
crit_family=buffers and inverters
cp_max_fo=2
path_buffers=1
r2r_cells=23
worstSetupPathType=register to output port
r2r_start=CACHE.inner_tag[13][7]
regToRegEndpoint=CACHE.inner_data[204][14]
crit_arrival_ps=25670
critPathRequiredTime_ps=37760
crit_path_start_kind=register
endpoint_kind=output port
slowest_stage=clkdlybuf4s50_1
max_stage_delay_ps=520

[grt]
grt_pass1_wl_um=1960000
antenna_found_initial=195
grt_start_max_net_pins=103
grt_pass1_vias=271000
grt.overflow.total=0
track_usage_pct=32.0

[job]
warnings=1038
drv_cap=0

[power_and_ir_drop]
power.leakage_nw=197
power_mw=21.6
ir_worst_vdd_uv=36.2
powerDensity_nw_per_um2=43.2

[hold_path]
hp-class=register to register
holdPathEnd=CACHE.inner_dirty[63]
holdPathStages=2
min_from=CACHE.inner_dirty[63]

[outcome]
status=finished, final reports clean

==> how the worst max path moves through the flow <==
stage,slack (ps),depth (start not counted),end,startpoint
5_1_grt,12070,1,mem_data_o[22],CACHE.dout[22]
6_report,12090,1,mem_data_o[22],CACHE.dout[22]
4_1_cts,12050,1,mem_data_o[22],CACHE.dout[22]
==> where the power goes <==
group	total [mW]	switching [mW]	internal [mW]	leakage, nW
Sequential	9.58	0.000157	9.58	90.3
Clock	12.0	5.62	6.38	71.4
Combinational	0.0183	0.00859	0.00967	35.0
Total	21.6	5.62	16.0	197
==> flip-flops by register name, indices dropped and copies added (netlist names), 23 cells and up, named ones only <==
name,cells
CACHE.dout,32
CACHE.inner_tag,1472
CACHE.inner_data,8192
CACHE.inner_valid,64
cache_din,32
mem_addr_o,30
cache_addr,32
CACHE.inner_dirty,64
CACHE.tag,23
==> per-layer routing <==
layer / up-vias / track usage, %
met2: 19400 / 40.3
met1: 117000 / 30.1
met3: 3269 / 32.3
li1: 100000 / -
met5: - / 11.9
met4: 264 / 21.1
==> metrics by stage <==
stage	hold slack, ps	util [%]
2_1_floorplan	432	-
3_3_place_gp	443	42.7
3_5_place_dp	459	42.7
4_1_cts	469	50.2
5_1_grt	503	50.3
6_report	471	50.3
==> cells by family (layout without fill, tap and decap cells) <==
group,Yosys count,count (layout),synth area share (%)
buffers and inverters,1203,13300,1.38
other,1,426,0.000941
XOR/XNOR,48,48,0.105
adder cells (fa/ha/maj),9,9,0.0276
AND-OR/OR-AND,1225,1225,2.07
multiplexers,3772,3772,19.8
AND/OR/NAND/NOR,1797,1797,1.92
flip-flops,9887,9887,74.3
latches,107,107,0.404
==> final cells by class <==
type                            instances  share of cell area [%]
Clock inverter                      10700                    9.23
Inverter                               27                  0.0263
Tap cell                            13200                    3.32
Sequential cell                      9994                    59.6
Multi-Input combinational cell       6853                    19.7
Timing Repair Buffer                 1379                    2.20
Clock buffer                         1138                    5.70
Antenna cell                          424                   0.212
==> cell usage in the layout, fill, tap and decap left out, types with 203 or more instances in the layout <==
master and n:
inv_1 10200, edfxtp_1 9792, mux4_2 3291, buf_4 1164
clkbuf_16 1138, nand2_1 564, nor2_1 506, diode_2 424
mux2i_1 371, a21oi_1 323, nor2_4 255, clkinvlp_2 227
clkdlybuf4s50_1 203
Power and IR drop assume default switching activity.
