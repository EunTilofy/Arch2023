<file path="flow/run.sh">
#!/bin/bash
# OpenROAD 26Q1-2900-gdf79404cd8, Yosys 0.63+post, stock flow scripts
make -C /OpenROAD-flow-scripts/flow DESIGN_CONFIG=/design/flow/config.mk WORK_HOME=/design/flow/orfs finish
</file>
<file path="flow/config.mk">
export PLATFORM = sky130hd
export DESIGN_NAME = debug_ctrl
export DESIGN_NICKNAME = debug_ctrl
export VERILOG_FILES = /design/flow/design.v
export SDC_FILE = /design/flow/constraint.sdc
export NUM_CORES = 4
export LEC_CHECK = 1
export CORE_UTILIZATION = 50
</file>
<file path="flow/constraint.sdc">
current_design debug_ctrl

set clk_period 16.8
set clk_io_pct 0.2

create_clock -name clk0 -period $clk_period [get_ports {clk}]

set non_clock_inputs [all_inputs -no_clocks]
set_input_delay [expr $clk_period * $clk_io_pct] -clock clk0 $non_clock_inputs
set_output_delay [expr $clk_period * $clk_io_pct] -clock clk0 [all_outputs]
</file>
<file path="flow/design.v">
`timescale 1ns / 1ps
module debug_ctrl (
    input clk, rst,
    input debug_clk,
    input wire en,
    input wire [31:0] debug_data,
    input wire [31:0] wb_pc,
    input wire [31:0] wb_inst,
    input wire [31:0] mem_addr,
    input wire [31:0] mem_data,
    input wire uart_busy,
    output wire [4:0] debug_addr,
    output wire [7:0] sim_uart_char,
    output wire sim_uart_char_valid
);
    localparam STR_X = "x";
    localparam STR_PC = "WB_PC  ";
    localparam STR_INST = "WB_INST";
    localparam STR_CUST0 = "CUSTOM0"; 
    localparam STR_CUST1 = "CUSTOM1";
    localparam STR_COLON = "=0x";
    localparam BEAT_REG = 15;  
    localparam NUM_REG = 32; 
    localparam BEAT_CUST = 19;   
    localparam NUM_CUST_SIG = 4;  
    wire [31:0] cust_sig_list [0:31];
    assign cust_sig_list[0] = wb_pc;
    assign cust_sig_list[1] = wb_inst;
    assign cust_sig_list[2] = mem_addr;
    assign cust_sig_list[3] = mem_data;
    wire[55:0] cust_name_list [0:31];
    assign cust_name_list[0] = STR_PC;
    assign cust_name_list[1] = STR_INST;
    assign cust_name_list[2] = "MEMADDR";
    assign cust_name_list[3] = "MEMDATA";
    reg[4:0] cust_counter;   
    localparam CNT_REG = NUM_REG-1;
    localparam CNT_CUST = NUM_CUST_SIG - 1;
    localparam sIDLE = 2'b00;
    localparam sREG = 2'b01;   
    localparam sCUST = 2'b10;  
    wire[7:0] ascii_char [0:7];  
    wire[63:0] ascii_buffer;
    wire[20*8-1:0] str_buffer;  
    wire[7:0] char_array [0:BEAT_CUST];
    reg[1:0] state;
    reg[4:0] reg_counter;
    reg[4:0] beat_counter;
    reg start;  
    reg done;   
    wire reg_cnt_full = reg_counter == CNT_REG;
    wire reg_beat_full = beat_counter == BEAT_REG;
    wire cust_cnt_full = cust_counter == CNT_CUST;
    wire cust_beat_full = beat_counter == BEAT_CUST;
    wire reg_beat_done = reg_beat_full && sim_uart_char_valid;
    wire cust_beat_done = cust_beat_full && sim_uart_char_valid;
    wire reg_trans_done = reg_cnt_full && reg_beat_done;
    wire cust_trans_done = cust_cnt_full && cust_beat_done;
    always@(posedge clk) begin
        if(rst) begin
            start <= 0;
            done <= 0;
        end else begin
            if (debug_clk && done==0 && en) begin
                start <= 1;
                done <= 1;
            end else if (done==1) begin
                start <= 0;
                done <= debug_clk ? done : 0;
            end
        end
    end
    always@(posedge clk) begin
        if(rst) begin
            state <= sIDLE;
        end else begin
            if (start) begin 
                if(state == sIDLE)begin
                    state <= sREG;
                end      
            end else begin
                case(state)
                    sREG: begin
                        state <= reg_trans_done ? sCUST : state;
                    end
                    sCUST: begin
                        state <= cust_trans_done ? sIDLE : state; 
                    end
                    default: begin
                        state <= state;
                    end
                endcase 
            end
        end
    end
    always@(posedge clk) begin
        if(rst) begin
            reg_counter <= 5'd1;
            beat_counter <= 5'd0;
            cust_counter <= 0;
        end else begin 
            case(state)
                sREG: begin
                    reg_counter <= reg_beat_done ? 
                                   reg_cnt_full ? 5'd1 : reg_counter + 1 
                                   : reg_counter;
                    beat_counter <= reg_beat_done ? 0 :
                                   uart_busy ? beat_counter : beat_counter + 1;
                end
                sCUST: begin
                    cust_counter <= cust_beat_done ? 
                                  cust_cnt_full ? 0 : cust_counter + 1 
                                  : cust_counter;
                    beat_counter <= cust_beat_done ? 0 :
                                   uart_busy ? beat_counter : beat_counter + 1;
                end
                default: begin
                    reg_counter <= 5'd1;
                    beat_counter <= 5'd0;
                    cust_counter <= 0;
                end
            endcase
        end
    end
    assign debug_addr = reg_counter;
    wire[31:0] sig_cust = cust_sig_list[cust_counter];  
    wire[31:0] debug_sig = state == sREG ? debug_data :
                           state == sCUST ? sig_cust : 0;
    wire[23:0] reg_name = {STR_X, num2str_dec(reg_counter)};   
    wire[55:0] cust_name = cust_name_list[cust_counter];       
    genvar i;
    generate for(i = 0; i < 8; i = i + 1)
    	begin : ascii_enc
    		assign ascii_char[i] = { num2str_hex(debug_sig[4*i+3 : 4*i]) };
    	end
    endgenerate
    assign ascii_buffer = {ascii_char[7],ascii_char[6],ascii_char[5],ascii_char[4],
                           ascii_char[3],ascii_char[2],ascii_char[1],ascii_char[0]};
    assign str_buffer = state == sREG ? {reg_name, STR_COLON, ascii_buffer, "\n",8'h0d, 32'd0}:
                        state == sCUST  ? {cust_name, STR_COLON, ascii_buffer, "\n",8'h0d} : 0;
    generate for(i = 0; i < 20; i = i + 1)
    	begin : buffer2array
    		assign char_array[i] = str_buffer[(BEAT_CUST-i)*8+7:(BEAT_CUST-i)*8];
    	end
    endgenerate
    assign sim_uart_char = char_array[beat_counter];
    assign sim_uart_char_valid = (state != sIDLE) & (~uart_busy);
    function [7:0] num2str_hex;
		input [3:0] number;
		begin
			if (number < 10)
				num2str_hex = "0" + number;
			else
				num2str_hex = "A" - 10 + number;
		end
	endfunction
    function [15:0] num2str_dec;
		input [5:0] number;
		begin
			if (number < 10)
				num2str_dec = {"0","0" + number};
            else if (number < 20)
                num2str_dec = {"1","0" + (number - 5'd10)};
            else if (number < 30)
                num2str_dec = {"2","0" + (number - 5'd20)};
			else
				num2str_dec = {"3","0" + (number - 5'd30)};
		end
	endfunction
endmodule
</file>
==> results.json <==
{
  "regToRegEndpoint": "reg_counter[3]$_SDFFE_PP0P_",
  "finalSetupTns_ns": 0,
  "yosysSeqAreaShare": 0.07753,
  "first_pass_iteration_count_of_the_detailed_router": 9,
  "ys_sh_adder": 0.07141,
  "dr_wl_met2_um": 9268,
  "power_report.internal_total_uw": 144.6,
  "vdd.ir_drop.worst_v": 0.00006393,
  "initial_utilization": 0.5235,
  "worst_hold_startpoint": "done$_SDFF_PP0_",
  "placed_area_um2": 6701,
  "vias": 6680,
  "number_of_standard_cell_rows_in_the_floorplan": 35,
  "combPwrFrac": 0.683,
  "yosys_warnings": 2465,
  "syn_area_um2": 4906,
  "run_status": "complete, no violations",
  "floorplan.io_pins": 179,
  "met1_length_um": 8221,
  "design_power_total_uw": 251.5,
  "chipArea_um2": 10210,
  "numCtsBuffers": 3,
  "clock_latency_ns": 0.25,
  "cts_hold_repair.buffers": 0,
  "p_sw_frac": 0.4249,
  "post_cts.resized_instances": 0,
  "rsz0062_at_grt": "no",
  "synth_largest_type_area_fraction": 0.07753,
  "post_layout_nonfiller_instances": 1008,
  "timing.clock.skew_ns": 0.003240,
  "gp_congestion": 1.113,
  "p_seq_frac": 0.195,
  "synth.mux.area_fraction": 0.02117,
  "antenna_cells": 0,
  "synth.yosys.chip_area_um2": 4906,
  "max-clock-path-buffers": 2,
  "yosys_register_bits": 19,
  "placement.io_buffers": 177,
  "timing.critical_path.required_ns": 13.44,
  "gr-total-overflow": 0,
  "area.growth.synth_to_final_pct": 37.54,
  "synth-compound-area-share": 0.4389,
  "power_leakage_uw": 0.002360,
  "warnings": 36,
  "drtIter0Drc": 655,
  "dieWidth_um": 101.1,
  "grt.total_usage": 0.4013,
  "drt-wirelength-per-cell_um": 20.43,
  "place_hpwl_um": 15590,
  "xor_share": 0.03571,
  "finalSetupViolCount": 0,
  "worstSetupPathType": "input port to primary output",
  "synth.lib_cells_used.distinct": 85,
  "post_layout_utilization_of_the_core": 0.7200,
  "fmaxAchievable_ghz": 0.09988,
  "filler_cell_count": 747,
  "min_period_over_period": 0.5959,
  "power.net_switching_uw": 106.9,
  "critical_path.endpoint_type": "primary output",
  "critical_path_arrival_ns": 6.65,
  "sink_of_the_worst_hold_path": "start$_SDFFE_PP0P_",
  "worst_slew_margin_rel": 0.3867,
  "finalHoldViolations": 0,
  "synthArstFlopShare": 0,
  "dominantRegCellSynth": "sky130_fd_sc_hd__dfxtp_1",
  "yosys.area_share.simple": 0.2805,
  "final_design_area_no_fill_um2": 6748,
  "clk_pin_slew_worst_paths_ns": 0.07,
  "antenna_found_initial": 1,
  "synthesis.area_per_instance_um2": 6.603,
  "slowest_stage": "sky130_fd_sc_hd__or4_1",
  "clock_root_buffer": "sky130_fd_sc_hd__clkbuf_8",
  "most-common-layout-cells": "sky130_fd_sc_hd__clkdlybuf4s50_1 (177), sky130_fd_sc_hd__nand2_1 (98), sky130_fd_sc_hd__a21oi_1 (71), sky130_fd_sc_hd__nor2_1 (64), sky130_fd_sc_hd__o21ai_0 (41)",
  "design.core.area_um2": 9371,
  "yosysTopAreaCell": "sky130_fd_sc_hd__dfxtp_1",
  "critical_path.most_common_cell": "sky130_fd_sc_hd__clkdlybuf4s50_1",
  "logic_family": "AND-OR/OR-AND gates",
  "synth-cells-yosys": 743,
  "holdCritPathClass": "register to register",
  "enable_flop_cells": 0,
  "largest_net_degree_at_the_start_of_global_routing": 62,
  "worst_slew_pin_slew_ns": 0.9180,
  "routed_wirelength_um": 20590,
  "die-height_um": 101.1,
  "routed_via_density": 6.627,
  "cp_slowest_stage_delay_ns": 0.59,
  "finalMaxSlewViolations": 0,
  "min_delay_path_depth": 1,
  "sink_count_of_the_clock_tree": 19,
  "clk_pwr_share": 0.122,
  "worst-r2r-cell-count": 8,
  "drv_cap": 0,
  "layout_cells_sized_above_1": 0.05575,
  "placed_cells_incl_taps": 1004,
  "grt_pass1_wl_um": 31350,
  "postSynthCellCount": 743,
  "worst_setup_path_startpoint": "mem_addr[1]",
  "post_synth_main_area_contributors": "sky130_fd_sc_hd__dfxtp_1 (7.8%), sky130_fd_sc_hd__nand2_1 (7.5%), sky130_fd_sc_hd__a21oi_1 (7.2%)",
  "finalCriticalPeriod_ns": 10.01,
  "htree_levels": 1,
  "post-route-drc-count": 0,
  "path_max_fanout": 5,
  "highest-signal-layer": "met4",
  "tritoncts_clock_tree": "built",
  "route.antenna.remaining_nets": 0,
  "worstPathCellList": "clkdlybuf4s50_1 > a222oi_1 > or4_1 > and3_1 > a21boi_2 > xor2_1 > a2111oi_2 > o221ai_1 > nor4_1 > nand3_1 > clkdlybuf4s50_1",
  "critical_path.startpoint_type": "input port",
  "reg2reg_setup_slack_ns": 13.90,
  "met3_wl_post_dr_um": 2193,
  "cts_setup_buffers": 0,
  "layout.cells.most_common": "sky130_fd_sc_hd__clkdlybuf4s50_1",
  "first_global_vias": 6069,
  "cellPowerDensity_nw_per_um2": 37.28,
  "rr_startpoint": "beat_counter[0]$_SDFF_PP0_"
}
cell usage after synthesis (all sizes together), types with 16 or more instances:
cell type,n
inv,20
a21oi,72
ha,28
clkbuf,33
a22oi,23
buf,28
nor2,64
nand3,25
dfxtp,19
and2,17
o21ai,46
nor3,16
nand2,99
how the worst max path moves through the flow:
stage	depth (start not counted)	slack (ns)	end
6_report	11	6.79	sim_uart_char[0]
4_1_cts	11	6.82	sim_uart_char[0]
5_1_grt	11	6.60	sim_uart_char[0]
area by class of cell:
type | instances | area, um2 | share of cell area
Timing Repair Buffer | 193 | 1892 | 0.2804
Clock buffer | 3 | 41.29 | 0.006119
Inverter | 22 | 82.58 | 0.01224
Sequential cell | 19 | 380.4 | 0.05637
Multi-Input combinational cell | 641 | 4185 | 0.6202
Clock inverter | 1 | 5.005 | 0.0007417
Tap cell | 129 | 161.4 | 0.02392
metal layers:
| metal | vias up | track usage |
|---|---|---|
| li1 | 3129 | - |
| met3 | 73 | 0.06982 |
| met1 | 3044 | 0.5155 |
| met4 | 0 | 0.1873 |
| met2 | 434 | 0.6557 |
| met5 | - | 0 |
per-stage QoR:
step	hold slack (ns)	worst slack [ns]
finish	0.4338	6.788
global route	0.4553	6.605
CTS	0.4331	6.816
detailed placement	0.4235	6.827
global placement	0.4105	6.896
floorplan	0.4016	8.111
sequential cells by signal, indices dropped and copies added (netlist names):
| name | flops |
|---|---|
| cust_counter | 5 |
| start | 1 |
| reg_counter | 5 |
| beat_counter | 5 |
| done | 1 |
| state | 2 |
cells by family after synthesis:
family | after synthesis
flip-flops | 19
AND-OR/OR-AND | 301
XOR/XNOR | 20
other | 1
adder cells (fa/ha/maj) | 28
multiplexers | 10
buffers and inverters | 83
AND/OR/NAND/NOR | 281
worst max-delay path: cells and delay by family:
| kind | cells | cell delay, ns |
|---|---|---|
| and+or+nand+nor | 4 | 1.36 |
| AOI/OAI and AO/OA | 4 | 0.93 |
| buffers and inverters | 2 | 0.86 |
| xor gates and xnor gates | 1 | 0.13 |
power by group through the flow:
stage,Clock [uW],Combinational (uW),Sequential [uW]
after CTS,31.5,169,48.9
after global routing,33.7,186,49.3
final,30.6,172,49.0
No activity file was given, so power comes from the tool's default toggle rates.
